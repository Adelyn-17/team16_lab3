==> flow/design.v <==
`timescale 1ns/1ps
module pll(
    input wire sys_clk ,  
    input wire sys_rst_n ,  
    output wire vga_clk  
);
reg clk_25;
always @(posedge sys_clk or negedge sys_rst_n) begin
    if (!sys_rst_n) begin
        clk_25 <= 0;
    end else begin
        clk_25 <= ~clk_25;
    end
end
assign vga_clk = clk_25;
endmodule
`timescale 1ns/1ps
module vga_colorbar(
input wire sys_clk ,  
input wire sys_rst_n ,  
output wire hsync ,  
output wire vsync ,  
output wire [15:0] rgb  
);
 wire vga_clk ;  
 wire [9:0] pix_x ;  
 wire [9:0] pix_y ;  
 wire [15:0] pix_data;  
 pll pll_inst
 (
 .sys_clk(sys_clk),
 .sys_rst_n(sys_rst_n),
 .vga_clk(vga_clk)
 );
 vga_pic vga_pic_inst
 (
 .vga_clk (vga_clk ),  
 .sys_rst_n (sys_rst_n ),  
 .pix_x (pix_x ),  
 .pix_y (pix_y ),  
 .pix_data (pix_data )  
 );
 vga_ctrl vga_ctrl_inst
 (
 .vga_clk (vga_clk ),  
 .sys_rst_n (sys_rst_n ),  
 .pix_data (pix_data ),  
 .pix_x (pix_x ),  
 .pix_y (pix_y ),  
 .hsync (hsync ),  
 .vsync (vsync ),  
 .rgb (rgb )  
 );
 endmodule
`timescale 1ns/1ps
module vga_ctrl(
    input  wire        vga_clk,     
    input  wire        sys_rst_n,   
    input  wire [15:0] pix_data,    
    output wire [9:0]  pix_x,       
    output wire [9:0]  pix_y,       
    output wire        hsync,       
    output wire        vsync,       
    output wire [15:0] rgb          
);
localparam H_SYNC_PULSE  = 10'd96;    
localparam H_BACK_PORCH  = 10'd40;    
localparam H_LEFT_BORDER = 10'd8;     
localparam H_ACTIVE      = 10'd640;   
localparam H_RIGHT_BORDER= 10'd8;     
localparam H_FRONT_PORCH = 10'd8;     
localparam H_TOTAL_CYCLES= 10'd800;   
localparam V_SYNC_PULSE  = 10'd2;     
localparam V_BACK_PORCH  = 10'd25;    
localparam V_TOP_BORDER  = 10'd8;     
localparam V_ACTIVE      = 10'd480;   
localparam V_BOTTOM_BORDER=10'd8;     
localparam V_FRONT_PORCH = 10'd2;     
localparam V_TOTAL_LINES = 10'd525;   
localparam H_SYNC_END   = H_SYNC_PULSE;
localparam H_BP_END     = H_SYNC_END + H_BACK_PORCH;
localparam H_BORDER_END = H_BP_END + H_LEFT_BORDER;
localparam H_ACTIVE_END = H_BORDER_END + H_ACTIVE;
localparam H_FP_START   = H_ACTIVE_END + H_RIGHT_BORDER;
localparam V_SYNC_END   = V_SYNC_PULSE;
localparam V_BP_END     = V_SYNC_END + V_BACK_PORCH;
localparam V_BORDER_END = V_BP_END + V_TOP_BORDER;
localparam V_ACTIVE_END = V_BORDER_END + V_ACTIVE;
localparam V_FP_START   = V_ACTIVE_END + V_BOTTOM_BORDER;
reg [9:0] h_counter;     
reg [9:0] v_counter;     
wire in_h_active_region;   
wire in_v_active_region;   
wire in_active_display;    
wire data_request_region;  
always @(posedge vga_clk or negedge sys_rst_n) begin
    if (!sys_rst_n) begin
        h_counter <= 10'd0;
    end else begin
        if (h_counter == H_TOTAL_CYCLES - 1'd1) begin
            h_counter <= 10'd0;  
        end else begin
            h_counter <= h_counter + 1'd1;  
        end
    end
end
always @(posedge vga_clk or negedge sys_rst_n) begin
    if (!sys_rst_n) begin
        v_counter <= 10'd0;
    end else begin
        if (h_counter == H_TOTAL_CYCLES - 1'd1) begin
            if (v_counter == V_TOTAL_LINES - 1'd1) begin
                v_counter <= 10'd0;  
            end else begin
                v_counter <= v_counter + 1'd1;  
            end
        end
    end
end
assign hsync = (h_counter < H_SYNC_PULSE) ? 1'b1 : 1'b0;
assign vsync = (v_counter < V_SYNC_PULSE) ? 1'b1 : 1'b0;
assign in_h_active_region = (h_counter >= H_BORDER_END) && 
                           (h_counter < H_ACTIVE_END);
assign in_v_active_region = (v_counter >= V_BORDER_END) && 
                           (v_counter < V_ACTIVE_END);
assign in_active_display = in_h_active_region && in_v_active_region;
assign data_request_region = ((h_counter >= H_BORDER_END - 1'd1) && 
                             (h_counter < H_ACTIVE_END - 1'd1)) &&
                             in_v_active_region;
assign pix_x = data_request_region ? 
              (h_counter - (H_BORDER_END - 1'd1)) : 10'h3FF;
assign pix_y = data_request_region ? 
              (v_counter - V_BORDER_END) : 10'h3FF;
assign rgb = in_active_display ? pix_data : 16'h0000;
endmodule
`timescale 1ns/1ps
module vga_pic(
    input  wire        vga_clk,
    input  wire        sys_rst_n,
    input  wire [9:0]  pix_x,
    input  wire [9:0]  pix_y,
    output reg  [15:0] pix_data
);
    localparam BLACK  = 16'h0000;
    localparam WHITE  = 16'hFFFF;
    localparam LETTER_H = 10'd80;
    localparam LETTER_W = 10'd48;
    localparam GAP      = 10'd12;
    localparam STROKE   = 10'd10;
    localparam RADIUS   = 10'd12;
    localparam R_SQ = RADIUS * RADIUS;
    function [19:0] dist_sq;
        input [9:0] x, y;
        input [9:0] cx, cy;
        reg [9:0] dx, dy;
        begin
            dx = (x > cx) ? (x - cx) : (cx - x);
            dy = (y > cy) ? (y - cy) : (cy - y);
            dist_sq = (dx * dx) + (dy * dy);
        end
    endfunction
    localparam TOTAL_WIDTH  = 4*LETTER_W + 3*GAP;
    localparam X_START      = 10'd320 - (TOTAL_WIDTH/2);
    localparam Y_START      = 10'd240 - (LETTER_H/2);
    wire in_m_box = (pix_x >= X_START) && (pix_x < X_START + LETTER_W) && (pix_y >= Y_START) && (pix_y < Y_START + LETTER_H);
    wire in_u_box = (pix_x >= X_START + LETTER_W + GAP) && (pix_x < X_START + 2*LETTER_W + GAP) && (pix_y >= Y_START) && (pix_y < Y_START + LETTER_H);
    wire in_s_box = (pix_x >= X_START + 2*(LETTER_W + GAP)) && (pix_x < X_START + 3*LETTER_W + 2*GAP) && (pix_y >= Y_START) && (pix_y < Y_START + LETTER_H);
    wire in_t_box = (pix_x >= X_START + 3*(LETTER_W + GAP)) && (pix_x < X_START + 4*LETTER_W + 3*GAP) && (pix_y >= Y_START) && (pix_y < Y_START + LETTER_H);
    wire [9:0] m_x_base = X_START;
    wire [9:0] m_x_rel  = pix_x - m_x_base;
    wire [9:0] m_y_rel  = pix_y - Y_START;
    localparam M_MID_X         = LETTER_W / 2;         
    localparam M_HALF_H        = LETTER_H / 2;         
    localparam M_SLOPE_DEN     = M_MID_X - STROKE;     
    localparam M_SLOPE_NUM     = M_HALF_H;             
    localparam M_RIGHT_X_START = LETTER_W - STROKE;    
    wire m_left_bar = (m_x_rel < STROKE);
    wire m_right_bar = (m_x_rel >= M_RIGHT_X_START);
    wire [19:0] m_left_y_target_doubled_den = M_SLOPE_NUM * (m_x_rel - STROKE) * 2;
    wire [19:0] m_y_doubled_den = m_y_rel * M_SLOPE_DEN * 2;
    wire [19:0] m_stroke_adjustment = STROKE * M_SLOPE_DEN;  
    wire m_left_diag_match = 
        (m_y_doubled_den >= m_left_y_target_doubled_den - m_stroke_adjustment) &&
        (m_y_doubled_den <= m_left_y_target_doubled_den + m_stroke_adjustment);
    wire m_left_diag = (m_x_rel >= STROKE) && (m_x_rel < M_MID_X) && m_left_diag_match;
    wire [9:0] m_x_dist_to_end = M_RIGHT_X_START - m_x_rel;  
    wire [19:0] m_right_y_target_doubled_den = M_SLOPE_NUM * m_x_dist_to_end * 2;
    wire m_right_diag_match =
        (m_y_doubled_den >= m_right_y_target_doubled_den - m_stroke_adjustment) &&
        (m_y_doubled_den <= m_right_y_target_doubled_den + m_stroke_adjustment);
    wire m_right_diag = (m_x_rel > M_MID_X) && (m_x_rel < M_RIGHT_X_START) && m_right_diag_match;
    wire m_left_diag_fixed = (m_x_rel >= STROKE) && (m_x_rel <= M_MID_X) && m_left_diag_match;
    wire draw_m = in_m_box && (m_left_bar || m_right_bar || m_left_diag_fixed || m_right_diag);
    wire [9:0] u_x_base = X_START + LETTER_W + GAP;
    wire [9:0] u_x_rel = pix_x - u_x_base;
    wire [9:0] u_y_rel = pix_y - Y_START;
    wire u_left_rect   = (u_x_rel < STROKE);
    wire u_right_rect  = (u_x_rel >= LETTER_W - STROKE);
    wire u_bottom_rect = (u_y_rel >= LETTER_H - STROKE);
    wire u_rect_shape = (u_left_rect || u_right_rect || u_bottom_rect);
    wire u_corner_ld = (u_x_rel < RADIUS) && (u_y_rel >= LETTER_H - RADIUS) && 
                       (dist_sq(u_x_base + u_x_rel, Y_START + u_y_rel, u_x_base + RADIUS, Y_START + LETTER_H - RADIUS) <= R_SQ);
    wire u_corner_rd = (u_x_rel >= LETTER_W - RADIUS) && (u_y_rel >= LETTER_H - RADIUS) && 
                       (dist_sq(u_x_base + u_x_rel, Y_START + u_y_rel, u_x_base + LETTER_W - RADIUS, Y_START + LETTER_H - RADIUS) <= R_SQ);
    wire in_u_corner = u_corner_ld || u_corner_rd;
    wire draw_u = in_u_box && (u_rect_shape || in_u_corner);
    wire [9:0] s_x_base = X_START + 2*(LETTER_W + GAP);
    wire [9:0] s_x_rel = pix_x - s_x_base;
    wire [9:0] s_y_rel = pix_y - Y_START;
    localparam s_y_mid  = LETTER_H/2;
    wire s_top_h = (s_y_rel < STROKE);
    wire s_mid_h = (s_y_rel >= s_y_mid - STROKE/2) && (s_y_rel < s_y_mid + STROKE/2);
    wire s_bot_h = (s_y_rel >= LETTER_H - STROKE);
    wire s_top_v = (s_x_rel < STROKE) && (s_y_rel < s_y_mid);
    wire s_bot_v = (s_x_rel >= LETTER_W - STROKE) && (s_y_rel >= s_y_mid);
    wire s_rect_shape = (s_top_h || s_mid_h || s_bot_h || s_top_v || s_bot_v);
    wire s_corner_lu = (s_x_rel < RADIUS) && (s_y_rel < RADIUS) && 
                       (dist_sq(s_x_base + s_x_rel, Y_START + s_y_rel, s_x_base + RADIUS, Y_START + RADIUS) <= R_SQ);
    wire s_corner_ru = (s_x_rel >= LETTER_W - RADIUS) && (s_y_rel < RADIUS) && 
                       (dist_sq(s_x_base + s_x_rel, Y_START + s_y_rel, s_x_base + LETTER_W - RADIUS, Y_START + RADIUS) <= R_SQ);
    wire s_corner_ld = (s_x_rel < RADIUS) && (s_y_rel >= LETTER_H - RADIUS) && 
                       (dist_sq(s_x_base + s_x_rel, Y_START + s_y_rel, s_x_base + RADIUS, Y_START + LETTER_H - RADIUS) <= R_SQ);
    wire s_corner_rd = (s_x_rel >= LETTER_W - RADIUS) && (s_y_rel >= LETTER_H - RADIUS) && 
                       (dist_sq(s_x_base + s_x_rel, Y_START + s_y_rel, s_x_base + LETTER_W - RADIUS, Y_START + LETTER_H - RADIUS) <= R_SQ);
    wire in_s_corner = s_corner_lu || s_corner_ru || s_corner_ld || s_corner_rd;
    wire draw_s = in_s_box && (s_rect_shape || in_s_corner);
    wire [9:0] t_x_base = X_START + 3*(LETTER_W + GAP);
    wire [9:0] t_x_rel = pix_x - t_x_base;
    wire [9:0] t_y_rel = pix_y - Y_START;
    wire t_top  = (t_y_rel < STROKE);
    wire t_vert = (t_x_rel >= LETTER_W/2 - STROKE/2) && (t_x_rel < LETTER_W/2 + STROKE/2);
    wire t_corner_lu = (t_x_rel < RADIUS) && (t_y_rel < RADIUS) && 
                       (dist_sq(t_x_base + t_x_rel, Y_START + t_y_rel, t_x_base + RADIUS, Y_START + RADIUS) <= R_SQ);
    wire t_corner_ru = (t_x_rel >= LETTER_W - RADIUS) && (t_y_rel < RADIUS) && 
                       (dist_sq(t_x_base + t_x_rel, Y_START + t_y_rel, t_x_base + LETTER_W - RADIUS, Y_START + RADIUS) <= R_SQ);
    wire in_t_corner = t_corner_lu || t_corner_ru;
    wire draw_t = in_t_box && (t_top || t_vert || in_t_corner);
    always @(posedge vga_clk or negedge sys_rst_n) begin
        if (!sys_rst_n) pix_data <= BLACK;
        else pix_data <= (draw_m || draw_u || draw_s || draw_t) ? WHITE : BLACK;
    end
endmodule
==> flow/run.sh <==
#!/bin/bash
# OpenROAD 26Q1-2900-gdf79404cd8, Yosys 0.63+post, stock flow scripts
make -C /OpenROAD-flow-scripts/flow DESIGN_CONFIG=/design/flow/config.mk WORK_HOME=/design/flow/orfs finish
==> flow/config.mk <==
export PLATFORM = sky130hd
export DESIGN_NAME = vga_colorbar
export DESIGN_NICKNAME = vga_colorbar
export VERILOG_FILES = /design/flow/design.v
export SDC_FILE = /design/flow/constraint.sdc
export NUM_CORES = 4
export LEC_CHECK = 1
export CORE_UTILIZATION = 40
==> flow/constraint.sdc <==
current_design vga_colorbar

set clk_period 1.2
set clk_io_pct 0.2

create_clock -name clk0 -period $clk_period [get_ports {sys_clk}]

set non_clock_inputs [all_inputs -no_clocks]
set_input_delay [expr $clk_period * $clk_io_pct] -clock clk0 $non_clock_inputs
set_output_delay [expr $clk_period * $clk_io_pct] -clock clk0 [all_outputs]
==> flow_metrics.tcl <==
# collected from the flow reports
set metrics [dict create \
    status "finished clean" \
    max_stage_delay_ps 480 \
    port_buffers 19 \
    min_path_type "primary input to asynchronous set/reset pin" \
    drt_wl_total_mm 97.25 \
    finalClockPeriodUsage 0.4299 \
    gp_congestion 1.003 \
    end_kind "asynchronous set/reset pin" \
    largest_area_cell "fa_1" \
    top_logic_kind "adder cells" \
    fin_tns_setup_ps 0 \
    topCellsByArea "fa_1 (26%), ha_1 (20%), inv_1 (8.7%), xnor2_1 (6.1%), nor2_1 (5.0%)" \
    ys.flops 22 \
    synth.most_common_cell "inv_1" \
    finalInstanceArea_mm2 0.03814 \
    ys_area_mm2 0.03633 \
    clock_latency_ps 0 \
    crit_chain "clkdlybuf4s50_1" \
    yosysUniqueCellTypes 105 \
    power_density_mw_per_mm2 1.439 \
    drive_gt1_frac 0.04606 \
    post_cts_buffers 0 \
    netlist_instances 4601 \
    finClkSkew_ps 0 \
    xor_share 0.08716 \
    top_cell_area_share 0.2562 \
    crit_buf_inv 1 \
    fill_cells 9121 \
    worst_pin_slew_ps 976.6 \
    drc_errors 0 \
    setup_viol 0 \
    max_freq_mhz 1939 \
    ys_sh_adder 0.4549 \
    die-area_mm2 0.09205 \
    p_leak_nw 19.13 \
    grt_max_degree 45 \
    edf_count 0 \
    layout_min_cycle_time_ps 515.8 \
    coreArea_mm2 0.09001 \
    ys_warn_count 3 \
    untimed_endpoints 39 \
    peakVddDrop_mv 0.05445 \
    rsz0062_at_grt "false" \
    ys_seq_frac 0.01515 \
    io_pins 20 \
    synthesis.area_mm2 0.03633 \
    hold_viol_final 0 \
    required_ps 1410 \
    synthToLayoutAreaGrowth_pct 4.976 \
    synthMuxAreaShare 0.01433 \
    layout.cells.non_filler 5761 \
    syn_area_per_cell_um2 7.897 \
    via_count 30430 \
    ys_sh_simple 0.1640 \
    dp_cells 5757 \
    slowest_stage "clkdlybuf4s50_1" \
    die_h_um 303.4 \
    die_w_um 303.4 \
    finalPower_w 0.00005489 \
    drt-initial-drc-count 1541 \
    cp_top_family "buffers and inverters" \
    grt_usage 0.2270 \
    maxCapViolCount 0 \
    final_util 0.4238 \
    unclocked_pins 21 \
    first_pass_iters 5 \
    worstSetupPathType "primary input to asynchronous set/reset pin" \
    ctsHoldBuffers 0 \
    async_flop_share 1.000 \
    common_cells "inv_1 (841), ha_1 (577), nor2_1 (487)" \
    overflow 0 \
    grt_pass1_vias 29850 \
    antenna_found_initial 4 \
    cp_max_fo 2 \
    yosysCellCount 4601 \
    startpoint_type "primary input" \
    vias_per_cell 5.281 \
    wire_per_inst_um 16.88 \
    openroad.warnings 87 \
    fp-utilization 0.4037 \
    cp.arrival_ps 720 \
    relSlewSlack 0.3467 \
    drtAntennaViolNets 0 \
    clk_pin_slew_ps 0 \
    synth.cellmix.compoundShare 0.1612 \
    hpwl_mm 81.78 \
    cts-resized-gates 0 \
    grt_pass1_wl_mm 158.4 \
    postPlaceCellArea_mm2 0.03813 \
    ys.flop_type "dfrtp_1" \
    slew_viol_final 0 \
    r2r_slack_ps 720 \
    rows 110 \
]
-- stage by stage --
stage | hold WS [ps] | worst slack, ps
after detailed placement | 409.4 | 673.5
after global routing | 417.0 | 657.3
after global placement | 406.7 | 678.9
final | 403.5 | 684.2
after floorplan | -55.59 | 465.1
after CTS | 406.8 | 678.6
-- per-layer routing --
| layer | wire, um | up-vias | track usage |
|---|---|---|---|
| met4 | 3073 | 4 | 0.05560 |
| li1 | - | 15120 | - |
| met2 | 43550 | 670 | 0.3535 |
| met1 | 43130 | 14510 | 0.3224 |
| met3 | 7466 | 119 | 0.05812 |
| met5 | 29 | - | 0 |
-- cells in the final DEF (no fill, tap or decap), types with 10 or more instances in the layout --
master / n
inv_1: 841
ha_1: 577
nor2_1: 485
fa_1: 465
nand2_1: 285
xnor2_1: 255
a21oi_1: 242
o21ai_0: 192
xor2_1: 92
buf_4: 92
a21o_1: 78
nand2b_1: 75
nor3_1: 71
nand3_1: 67
or2_2: 52
o21bai_1: 45
o21a_1: 41
nor2b_1: 40
mux2i_1: 37
and3_1: 36
nand4_1: 34
a31oi_1: 30
and2_1: 26
o211ai_1: 26
or3_1: 24
a21boi_0: 24
o31ai_1: 22
dfrtp_1: 22
nor4_1: 21
a211oi_1: 20
clkdlybuf4s50_1: 19
o2111ai_1: 13
o21ai_1: 12
mux2_2: 12
a211o_1: 10
-- logic make-up (layout without fill, tap and decap cells) --
kind of cell,count (synthesis),count (layout)
AOI/OAI and AO/OA,888,888
xor gates and xnor gates,355,355
and+or+nand+nor,1267,1267
DFF,22,22
buffers and inverters,977,957
adders and majority gates,1042,1042
other,0,4
muxes,50,50
-- path summary, 6_finish.rpt --
kind | start | to | depth (start not counted)
worst min register to register | pll_inst.clk_25 | pll_inst.clk_25 | 1
worst max-delay path | sys_rst_n | pll_inst.clk_25 | 1
worst min-delay path | sys_rst_n | pll_inst.clk_25 | 1
worst max register to register | pll_inst.clk_25 | pll_inst.clk_25 | 1
max in group clk0 | pll_inst.clk_25 | pll_inst.clk_25 | 1
min in group clk0 | pll_inst.clk_25 | pll_inst.clk_25 | 1
-- sequential cells by signal (all words and copies together), names as in the netlist --
signal and cells:
pll_inst.clk_25 1, vga_pic_inst.pix_data 1, vga_ctrl_inst.h_counter 10, vga_ctrl_inst.v_counter 10
-- final cells by class --
type                       count  area [um^2]  share of cell area
antenna                        4        10.01           0.0002624
tap                         1176         1471             0.03858
sequential                    22        550.5             0.01443
inverter                     846         3176             0.08325
timing repair buffer         111        880.8             0.02309
multi-input combinational   3602        32050              0.8404
-- power breakdown --
group / switching (W) / total, W / internal [W]
Combinational: 0.0000163 / 0.0000213 / 0.00000502
Clock: 0 / 0.0000000000000254 / 0
Sequential: 0 / 0.0000336 / 0.0000336
No activity file was given, so power comes from the tool's default toggle rates.
